<file path="flow/run.sh">
#!/bin/bash
# OpenROAD 26Q1-2900-gdf79404cd8, Yosys 0.63+post, stock flow scripts
make -C /OpenROAD-flow-scripts/flow DESIGN_CONFIG=/design/flow/config.mk WORK_HOME=/design/flow/orfs finish
</file>
<file path="flow/config.mk">
export PLATFORM = sky130hd
export DESIGN_NAME = regfile
export DESIGN_NICKNAME = regfile
export VERILOG_FILES = /design/flow/design.v
export SDC_FILE = /design/flow/constraint.sdc
export NUM_CORES = 4
export LEC_CHECK = 1
export CORE_UTILIZATION = 40
</file>
<file path="flow/constraint.sdc">
current_design regfile

set clk_period 11.8
set clk_io_pct 0.2

create_clock -name clk0 -period $clk_period [get_ports {clk}]

set non_clock_inputs [all_inputs -no_clocks]
set_input_delay [expr $clk_period * $clk_io_pct] -clock clk0 $non_clock_inputs
set_output_delay [expr $clk_period * $clk_io_pct] -clock clk0 [all_outputs]
</file>
<file path="flow/design.v">
module regfile (
    input  wire          clk,
    input  wire          we3,
    input  wire [4 : 0]   a1,
    input  wire [4 : 0]   a2,
    input  wire [4 : 0]   a3,
    input  wire [31 : 0] wd3,
    output wire [31 : 0] rd1,
    output wire [31 : 0] rd2
);
    reg [31 : 0] rf[31 : 0];
    always @( negedge clk ) begin
        if (we3) begin
            rf[a3] <= wd3;
        end
    end
    assign rd1 = (a1 != 0) ? rf[a1] : 32'b0;
    assign rd2 = (a2 != 0) ? rf[a2] : 32'b0;
endmodule
</file>
==> results.json <==
{
  "viasPerCell": 5.81,
  "fill_cells": 9053,
  "routabilityCongestion": 0.888,
  "io_buffers": 112,
  "peakVddDrop_mv": 0.113,
  "holdWs_ns": 5.78,
  "grt_use_total": 0.281,
  "topRoutingLayerUsed": "met5",
  "synthAdderAreaFrac": 0,
  "numSynthFlops": 1024,
  "wl_met1_um": 45000,
  "edf_count": 1024,
  "status": "complete, no violations",
  "yosys.area.top_type": "edfxtp_1",
  "dpl.cell_count": 3869,
  "ys.warnings.count": 1,
  "path_class": "flop to output port",
  "wl_um": 151000,
  "p_seq_frac": 0.427,
  "layout_setup_ws_ns": 0.254,
  "final_cell_area_um2": 58200,
  "hold_viol_final": 0,
  "compound_area_frac": 0.0436,
  "core_area_um2": 116000,
  "p_per_area_nw_per_um2": 165,
  "maxCapViolations": 0,
  "antenna_found_initial": 5,
  "place_ws_ns": 0.819,
  "ff_type": "edfxtp_1",
  "chipArea_um2": 119000,
  "critPathCaptureType": "output port",
  "boundaryPins": 113,
  "warnings": 1030,
  "worstPathRequired_ns": 9.44,
  "drt_iter0_markers": 1782,
  "cts.sinks": 1024,
  "syn_area_um2": 47100,
  "setup_viol": 0,
  "swShare": 0.275,
  "grt_pass1_vias": 34900,
  "post_cts_buffers": 0,
  "top_area_frac": 0.653,
  "synthSimpleGateAreaFrac": 0.0163,
  "leakage_nw": 22.4,
  "worst_pin_slew_ns": 1.03,
  "reg.largest.list": "rf: 1024 flops",
  "place_area_um2": 50700,
  "internal_power_mw": 6.96,
  "p_comb_frac": 0.075,
  "final_cell_mix": "inv_1, edfxtp_1, mux4_2",
  "drc_errors": 0,
  "ys_area_um2": 47100,
  "rows": 125,
  "area_growth_pct": 23.6,
  "grt_max_degree": 104,
  "rsz0062_at_grt": "false",
  "drtAntennaViolNets": 0,
  "initCoreUtil": 0.405,
  "grt_pass1_wl_um": 217000,
  "fin_setup_tns_ns": 0,
  "ys_cells": 2291,
  "largest_register_ff_count": 1024,
  "cts_root_buf": "clkbuf_16",
  "ys_top_logic_family": "multiplexers",
  "wl_met3_um": 28200,
  "cts.repair.resized": 0,
  "crit_path_start_kind": "flop",
  "power.switching_mw": 2.64,
  "routedWlPerCell_um": 29.7,
  "p_clk_frac": 0.499,
  "dp_hpwl_um": 84700,
  "dr_wl_met2_um": 71400,
  "htree_levels": 3,
  "ys_sh_mux": 0.264,
  "fin_util": 0.500,
  "layout_top_cell": "inv_1",
  "hp-class": "primary input to output port",
  "path_max_fanout": 2,
  "top_register": "rf",
  "area_leaders": "edfxtp_1, mux4_2, mux2i_1, o22ai_1, a22o_1",
  "first_pass_iters": 6,
  "fin_cells": 5086,
  "slew_headroom": 0.310,
  "synthCells": 2291,
  "yosys.stat.seqShare": 0.653,
  "overflow": 0,
  "postCtsHoldBufs": 0,
  "cts-buffers-inserted": 107,
  "clkTransAtPathRegs_ns": 0.04,
  "crit_arrival_ns": 9.19,
  "yosys.cell_types.count": 40,
  "die_height_um": 345,
  "tritoncts": "yes",
  "vias": 29500,
  "cts_buffer_depth": 3,
  "fp.dieW_um": 345,
  "synthXorXnorAreaFrac": 0,
  "synth.avg_cell_area_um2": 20.6,
  "p_total_mw": 9.61,
  "async_flop_share": 0,
  "slew_violations": 0,
  "drive_gt1_frac": 0.244
}
==> synth_stat cells (13+ instances only) <==
| master | count |
|---|---|
| o22ai_1 | 105 |
| nor2_1 | 39 |
| mux2_2 | 33 |
| mux2i_1 | 160 |
| buf_1 | 18 |
| a22oi_1 | 16 |
| nor2b_1 | 13 |
| a2111oi_0 | 49 |
| mux4_2 | 465 |
| clkbuf_1 | 69 |
| edfxtp_1 | 1024 |
| nor3_1 | 55 |
| buf_4 | 28 |
| a22o_1 | 53 |
| buf_2 | 60 |
==> worst paths after layout <==
kind  startpoint  endpoint  slack (ns)  depth (start not counted)
max   rf[26][31]   rd2[31]        0.25                          5
min        a2[1]   rd2[12]        5.78                          4
==> power by group through the flow <==
| stage | logic [mW] | registers (mW) | clock network (mW) |
|---|---|---|---|
| CTS | 0.718 | 4.10 | 4.93 |
| global route | 0.760 | 4.10 | 5.32 |
| finish | 0.718 | 4.10 | 4.79 |
==> final cells by class <==
class,count,area [µm²],area share
diodes,4,10.0,0.000172
well taps,1524,1910,0.0328
clock buffers,109,2730,0.0469
inverters,3,11.3,0.000194
multi-input cells,1071,15600,0.267
clock inverters,1105,4750,0.0816
flip-flops and latches,1024,30700,0.528
repair buffers,246,2480,0.0427
==> metal layers <==
layer / track usage / vias to the layer above
met5: 0.00920 / -
met4: 0.127 / 8
met3: 0.257 / 383
met2: 0.395 / 2280
met1: 0.283 / 14400
li1: - / 12500
==> cells by family after synthesis <==
| kind of cell | after synthesis |
|---|---|
| flops | 1024 |
| compound gates | 264 |
| mux | 658 |
| buf+inv | 196 |
| simple gates | 149 |
==> critical path, cell delays in order, from the launching register on <==
cell and delay (ns):
edfxtp_1 0.39, mux4_2 0.46, a22o_1 0.26, a2111oi_1 0.84, nor3_1 0.18, clkdlybuf4s50_1 0.46
Power and IR drop assume default switching activity.
