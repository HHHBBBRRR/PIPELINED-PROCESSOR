File: flow/design.v
module mux2 #(
    parameter WIDTH = 32
) 
(
    input  wire [WIDTH-1 : 0] d0,
    input  wire [WIDTH-1 : 0] d1,
    input  wire                s,
    output wire [WIDTH-1 : 0]  y
);
    assign y = s ? d1 : d0;
endmodule
module mux4 #(
    parameter WIDTH = 32
) 
(
    input wire [WIDTH-1 : 0] d0,
    input wire [WIDTH-1 : 0] d1,
    input wire [WIDTH-1 : 0] d2,
    input wire [WIDTH-1 : 0] d3,
    input wire [1 : 0]        s,
    output reg [WIDTH-1 : 0]  y
);
    always @(*) begin
        case (s)
            2'b00 : y = d0;
            2'b01 : y = d1;
            2'b10 : y = d2;
            2'b11 : y = d3;
            default: y = 32'bx;
        endcase
    end
endmodule
module wdunit (
    input  wire [31 : 0] rd2,
    input  wire [31 : 0] read_data,
    input  wire          store_type,
    input  wire [1 : 0]  byte_of_fset,
    output wire [31 : 0] write_data
);
    wire [31 : 0] storeb0;
    wire [31 : 0] storeb1;
    wire [31 : 0] storeb2;
    wire [31 : 0] storeb3;
    wire [31 : 0] sbword;
    assign storeb0 = {read_data[31 : 8], rd2[7 : 0]};
    assign storeb1 = {read_data[31 : 16], rd2[7 : 0], read_data[7 : 0]};
    assign storeb2 = {read_data[31 : 24], rd2[7 : 0], read_data[15 : 0]};
    assign storeb3 = {rd2[7 : 0], read_data[23 : 0]};
    mux4 #(32) sbmux (
        .d0(storeb0),
        .d1(storeb1),
        .d2(storeb2),
        .d3(storeb3),
        .s(byte_of_fset),
        .y(sbword)
    );
    mux2 #(32) wdmux (
        .d0(rd2),
        .d1(sbword),
        .s(store_type),
        .y(write_data)
    );
endmodule
File: flow/config.mk
export PLATFORM = sky130hd
export DESIGN_NAME = wdunit
export DESIGN_NICKNAME = wdunit
export VERILOG_FILES = /design/flow/design.v
export SDC_FILE = /design/flow/constraint.sdc
export NUM_CORES = 4
export LEC_CHECK = 1
export CORE_AREA = 10 10 75 75
export DIE_AREA = 0 0 85 85
File: flow/run.sh
#!/bin/bash
# OpenROAD 26Q1-2900-gdf79404cd8, Yosys 0.63+post, stock flow scripts
make -C /OpenROAD-flow-scripts/flow DESIGN_CONFIG=/design/flow/config.mk WORK_HOME=/design/flow/orfs finish
File: flow/constraint.sdc
current_design wdunit

set clk_period 2.1
set clk_io_pct 0.2

create_clock -name clk0 -period $clk_period

set non_clock_inputs [all_inputs -no_clocks]
set_input_delay [expr $clk_period * $clk_io_pct] -clock clk0 $non_clock_inputs
set_output_delay [expr $clk_period * $clk_io_pct] -clock clk0 [all_outputs]
==> results.txt <==
Notes on the physical design

The post-route fraction of the period consumed by the critical path is 97.50%. RePlAce ended its routability-driven mode at a weighted congestion of around 0.80. The routed wire length is 4476 microns. The post-detailed-route via-to-cell ratio is 4.628.

Looking at the max-slew report, the worst-margin pin has a slew of 0.2391 ns. The routed design ends up with an antenna cell count of 0. The arrival time of the worst setup path is 1.63 ns. The total routing usage reported by global routing is 11.17%. The die boundary width is 85 microns. The final core utilization is roughly 48%. After global routing the overflow that remains totals 0. Summing every instance area after synthesis gives 824.5 sq um.

The layout has between 400 and 500 filler cells. The report lists the cells along the critical path as dlygate4sd2_1, buf_6, o21ai_4, buf_6, buf_6, mux2_4, clkdlybuf4s15_1. The proportion of layout cells with a drive suffix above 1 is 19.38%.

The achievable frequency is between 400 and 500 MHz. The routed design shows a wire length per standard cell of ~16 microns. The area taken by sequential standard cells is reported as 0 sq um.

Per the synthesis report, the single largest cell type by area occupies 17.00% of cell area. The layout has 0 clock buffers. The cell with the biggest individual delay on the critical path is sky130_fd_sc_hd__mux2_4. The share of synthesized cell area in and, or, nand and nor gates is 34.29%.

The maximum fanout along the worst path is 6. The number of library cell types mapped by synthesis is 14. STA classifies the critical path endpoint as an output pin.

The combinational cell area excluding buffers and inverters is 683.2 sq um. The number of warning messages in the yosys log is 1. The adder-cell share of the synthesized area is 0%. The kind of critical path is primary input to output pin. The total die size is just over 0.007 sq mm.

The max-slew violation total from the final report is 0. Among the stages of the critical path, the cell type that occurs most often is sky130_fd_sc_hd__buf_6. The power per unit of standard cell area is between 150 and 200 mW/mm^2.

The first global-routing pass estimated 6817 microns of wire. In the placement report, post-DP HPWL is listed as 3592 microns. The detailed router's first-iteration violation count is around 43. The multiplexer share of the synthesized area is between 10% and 20%. Setup repair after global routing left no endpoint under its margin. The synthesized-area fraction occupied by xor and xnor cells is 0%. The critical path endpoint has a required time of 1.68 ns. According to the floorplan report, the placeable core area is just over 0.004 sq mm.

The length of the first detailed-routing pass in iterations is 4. The total number of vias is about 1300. On the critical path the largest part of the delay comes from buffers and inverters. Compared with the post-synthesis result, the final layout area differs by 136.6%.

The last timing report of the flow puts the setup violation total at 0. Of the synthesized area, sequential elements account for 0%. The row count is 23.

The synth_stat.txt file lists the number of cells as 124. The chip area line in the Yosys stat output reads between 800 and 900 sq um. The final worst hold slack is between 1 and 1.5 ns. The main logic family after synthesis is AND-OR/OR-AND gates. The tightest min-delay check is of the primary input to output pin type.

The largest total area in the synthesized netlist belongs to sky130_fd_sc_hd__nand4b_1. The post-route DRC violation count is 0. The y dimension of the die is roughly 85 microns. STA classifies the critical path startpoint as a primary input. The number of violations of the max-capacitance limit is 0. The synthesized instance count is about 120.

Entering global routing, the biggest net connects 38 pins. By area the synthesized netlist is led by sky130_fd_sc_hd__nand4b_1 (17%), sky130_fd_sc_hd__o221ai_1 (17%), sky130_fd_sc_hd__mux2_2 (11%). The number of buffer and inverter stages on the critical path is 5.

The run finished with clean final reports. The initial antenna violation count is 0. Dividing the synthesized area by the synthesized cell count gives roughly 6.6 sq um.

The final timing report lists a hold violation count of 0. The total leakage power is 0.8563 nW. The number of global-route vias before repair is ~1300. The worst stage delay on the critical path is between 0.2 and 0.3 ns. The headroom to the max-slew limit is 84.06%. The tool warning count for the run is 32. The final total negative setup slack is 0 ns. Sequential cells placed in the final layout were counted as 0. Pin placement for this block handled ~99 I/O pins. The tally of buffers added on design ports is 99. The final critical delay including setup and external delays is 2.048 ns. Looking at the VDD voltage map, the peak drop is 0.08218 mV. The share of synthesized cell area in and-or and or-and compound cells is between 30% and 40%. The number of hold buffers added after CTS is 0. Per the post-route antenna check, the number of violating nets is 0. At the floorplan stage, the core utilization is reported as approximately a fifth.
## timing repair
item	CTS	global route
resized	54	3
setup endpoints to repair	32	3
pin swaps	3	0
setup buffers	5	0
## metrics by stage
step	worst slack (ns)	instance area [sq um]	power (W)	std cells
after detailed placement	-0.3971	1926	0.0003968	272
after CTS	0.02886	1966	0.0003789	277
after global placement	-0.3790	1926	0.0003962	272
final	0.05249	1951	0.0003705	277
after floorplan	0.5766	824.5	0.0001197	124
after global routing	0.007830	1951	0.0004061	277
## synthesized netlist by cell type, drive strengths merged
cell type	number
inv	16
nand3	8
o221ai	16
buf	17
o21ai	1
nor2b	2
nand4b	16
a31oi	8
nand2	16
mux2	8
nor2	8
a21bo	8
## layout by cell type, fill, tap and decap left out
| cell | n |
|---|---|
| sky130_fd_sc_hd__a21bo_2 | 8 |
| sky130_fd_sc_hd__a31oi_1 | 8 |
| sky130_fd_sc_hd__buf_12 | 3 |
| sky130_fd_sc_hd__buf_2 | 1 |
| sky130_fd_sc_hd__buf_4 | 13 |
| sky130_fd_sc_hd__buf_6 | 5 |
| sky130_fd_sc_hd__clkbuf_2 | 3 |
| sky130_fd_sc_hd__clkdlybuf4s15_1 | 3 |
| sky130_fd_sc_hd__clkdlybuf4s50_1 | 60 |
| sky130_fd_sc_hd__dlygate4sd2_1 | 32 |
| sky130_fd_sc_hd__inv_1 | 16 |
| sky130_fd_sc_hd__mux2_2 | 5 |
| sky130_fd_sc_hd__mux2_4 | 3 |
| sky130_fd_sc_hd__nand2_1 | 16 |
| sky130_fd_sc_hd__nand3_1 | 8 |
| sky130_fd_sc_hd__nand4b_1 | 16 |
| sky130_fd_sc_hd__nor2_1 | 8 |
| sky130_fd_sc_hd__nor2b_1 | 2 |
| sky130_fd_sc_hd__o21ai_4 | 1 |
| sky130_fd_sc_hd__o221ai_1 | 14 |
| sky130_fd_sc_hd__o221ai_2 | 2 |
## final timing paths
path                             from             end  slack, ns  cells past startpoint
worst max-delay path  byte_of_fset[0]   write_data[3]       0.05                      7
worst min-delay path       store_type  write_data[23]       1.42                      4
## routing by layer
layer  wire length, microns  GRT usage (%)  part of all wire (%)
met1                   2065          14.71                    46
met2                   1948          17.92                    44
met3                    462          4.335                    10
met4                      0              0                     0
met5                      0              0                     0
## power by group
group | switching (W) | internal [W] | total (W)
logic | 0.000118 | 0.000252 | 0.000371
clock network | 0 | 0 | 0
registers | 0 | 0 | 0
total | 0.000118 | 0.000252 | 0.000371
## final cells by class
type	count	area share, %
multi-input cells	91	35.02
repair buffers	120	58.69
well taps	50	3.207
inverters	16	3.079
## kinds of logic (layout without fill, tap and decap cells)
group                  Yosys count  count (layout)
AND-OR/OR-AND                   33              33
buffers and inverters           33             136
multiplexers                     8               8
AND/OR/NAND/NOR                 50              50
Power and IR drop assume default switching activity.
