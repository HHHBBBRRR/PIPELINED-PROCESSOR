File: flow/run.sh
#!/bin/bash
# OpenROAD 26Q1-2900-gdf79404cd8, Yosys 0.63+post, stock flow scripts
make -C /OpenROAD-flow-scripts/flow DESIGN_CONFIG=/design/flow/config.mk WORK_HOME=/design/flow/orfs finish
File: flow/config.mk
export PLATFORM = sky130hd
export DESIGN_NAME = dmem
export DESIGN_NICKNAME = dmem
export VERILOG_FILES = /design/flow/design.v
export SDC_FILE = /design/flow/constraint.sdc
export NUM_CORES = 4
export LEC_CHECK = 1
export CORE_UTILIZATION = 30
File: flow/constraint.sdc
current_design dmem

set clk_period 79.8
set clk_io_pct 0.2

create_clock -name clk0 -period $clk_period [get_ports {clk}]

set non_clock_inputs [all_inputs -no_clocks]
set_input_delay [expr $clk_period * $clk_io_pct] -clock clk0 $non_clock_inputs
set_output_delay [expr $clk_period * $clk_io_pct] -clock clk0 [all_outputs]
File: flow/design.v
module dmem (
    input  wire                clk,
    input  wire                 we,
    input  wire [31 : 0]         a,
    input  wire [31 : 0]        wd,
    output wire [31 : 0]        rd
);
    reg [31 : 0 ] RAM[127 : 0];
    assign rd = RAM[a[31 : 2]];
    always @( posedge clk ) begin
        if (we) begin
            RAM[a[31 : 2]] <= wd;
        end
    end
endmodule
==> Changelog: implementation <==
## Implementation

- Rows: 265
- Power per cell area: 25.06 mW/mm^2
- Distinct lib cells: 75
- Hold/Removal Path Class: in2reg
- Setup bufs post-CTS: 0
- Mean area per synthesized cell: 17.55 um^2
- Largest net degree at the start of global routing: 85
- Layout cells sized above 1: 17.61%
- Final setup fails: 0
- Most common reg cell: edfxtp_1
- Via density: 5.612
- WL/cell: 33.38 um
- Worst VDD drop: 0.00002024 V
- Global Route Usage Sum: 22.07%
- Clock Power Share: 41.2%
- Relative slew slack: 15.93%
- Leak: 54.87 nW
- Post-DP HPWL: 330000 um
- HP Start: wd[28]
- Final ANT Viol Nets: 0
- Net Sw Power: 1.039 mW
- Ys cells: 8922
- Sw frac: 22.87%
- Worst Path Arrival: 22.63 ns
- Critical Path RT: 63.84 ns
- Critical path type: in2out
- Tool warnings: 51
- Number of sinks on the clock net: 4096
- Async S/R FF share, synth: 0%
- Max FO, Critical Path: 79
- DR iter-0 viols: 7455
- Vias: 92990
- Final instance area: 0.1812 mm^2
- Yosys Chip Area: 0.1566 mm^2
- Max-cap violations: 0
- Post-DP Area: 0.1681 mm^2
- Vias in the first global route: 95050
- Internal power: 3.503 mW
- Die width: 724.5 um
- YS warnings: 1
- FP Util: 30.11%
- Sequential standard cell area: 0.1230 mm^2
- Flop pwr share: 52.3%
- First-pass GRT wire length: 759300 um
- CTS buffer count: 417
- Cell area after synthesis: 0.1566 mm^2
- Pre-Repair DR Iteration Count: 6
- Seq share, synth: 78.53%
- Initial antenna violation count: 53
- Routed WL: 553000 um
- Most numerous logic cells after layout: edfxtp_1 (4096), a221oi_1 (846), buf_4 (543), a22oi_1 (468), a21oi_1 (425)
- Final min period: 38.59 ns
- Core region area: 0.5202 mm^2
- Max FFs per register: 4096
- Clk Tree Root Cell: clkbuf_16
- Final worst-path cycle share: 48.36%
- Utilization after layout: 34.84%
- GRT overflow: 0
- Clock tree buffer depth: 4
- Post-cts sizing count: 0
- Gpl congestion: 0.9466
- Final hold viol count: 0
- CTS tree: built
- Logic pwr share: 6.5%
- Layout area overhead: 15.72%
- Die area: 0.5250 mm^2
- Post-synth EDFFs: 4096
- Logic area: 0.03165 mm^2
- Die Ht: 724.5 um
- Num ports: 98
- Number of remaining DRC errors: 0
- Hold Path Sink: RAM[125][28]$_DFFE_PP_
- Status: finished clean
- CP startpoint kind: input port
- Hold_buf cts: 0
- IO Port Bufs: 72
- Most numerous logic cell after layout: edfxtp_1
- Max-slew violations: 0
- Fillers: 48060
- Clock transition at path regs: 0.06 ns
- Fmax achieved: 25.91 MHz
- H-Tree Depth: 5
- RSZ-0062 raised after global routing: no
- Hold Path Stages: 1
- Cells after Synth: 8922
- Post-route setup TNS: 0 ns
- Tightest Pin Transition: 1.258 ns
- Crit end category: primary output
- #FFs+latches synth: 4096
==> worst max-delay path, cell delays in order <==
cell	delay [ns]
buf_8	0.30
buf_4	0.53
buf_4	0.60
buf_12	0.44
buf_4	0.54
buf_4	0.56
mux2i_1	0.25
mux4_2	0.24
a21oi_1	0.14
a221oi_1	0.73
o2111ai_1	0.63
or4_1	0.94
clkdlybuf4s50_1	0.54
==> cells by family (layout without fill, tap and decap cells) <==
family	Yosys count	in the layout	synth area share [%]
DFF	4096	4096	78.53
AOI/OAI and AO/OA	2731	2731	12.87
and+or+nand+nor	885	885	2.740
buffers and inverters	734	1352	2.027
muxes	476	476	3.824
other	0	88	0
==> power groups by stage <==
stage                 Clock, mW  Combinational [mW]  Sequential [mW]
final                      1.87               0.293             2.38
after global routing       1.96               0.305             2.38
after CTS                  1.89               0.284             2.38
==> routing by layer <==
| layer | global-route usage [%] | part of all wire (%) |
|---|---|---|
| met1 | 21.77 | 29 |
| met2 | 30.49 | 43 |
| met3 | 20.95 | 22 |
| met4 | 9.929 | 5.8 |
| met5 | 5.261 | 0.46 |
==> worst max-delay path by stage <==
stage                 start    end  depth (start not counted)
after CTS              a[4]  rd[9]                         13
after global routing   a[4]  rd[9]                         13
final                  a[4]  rd[9]                         13
==> Yosys cell counts (14+ instances only) <==
cell,count,area [um^2]
o22a_1,31,271.5
o2111ai_1,17,148.9
o21ai_0,324,1622
a22oi_1,468,3513
nor2_1,290,1089
buf_1,135,506.7
a221o_1,64,640.6
a211o_1,19,166.4
edfxtp_1,4096,123000
a221oi_1,847,7418
a21oi_1,425,2127
clkbuf_1,324,1216
mux4_2,70,1577
a222oi_1,44,440.4
o221ai_1,49,429.2
o2bb2ai_1,25,219.0
nor2b_1,108,675.7
mux2i_1,127,1271
nor3_1,43,215.2
o22ai_1,170,1064
o211ai_1,17,127.6
nand3_1,27,135.1
nand2_1,241,904.6
a211oi_1,43,322.8
nand2b_1,22,137.6
a22o_1,43,376.6
or2_2,16,100.1
buf_4,26,195.2
mux2_2,277,3119
nand3b_1,31,232.7
nand4_1,14,87.58
a31oi_1,21,131.4
a21o_1,15,112.6
buf_2,239,1196
and3_1,14,87.58
==> stage by stage <==
stage	hold slack [ns]	power [mW]	worst slack, ns	instances
floorplan	16.06	2.540	45.80	8922
global placement	16.27	2.705	41.35	15730
detailed placement	16.27	2.706	41.39	15730
CTS	15.25	4.547	41.34	16480
global route	15.28	4.644	41.13	16550
finish	15.28	4.542	41.21	16570
==> area by class of cell <==
cell class | instances | area share (%)
clock inverter | 245 | 1.099
multi-input combinational | 4092 | 17.47
sequential | 4096 | 67.87
timing repair buffer | 596 | 2.608
clock buffer | 504 | 6.020
tap | 6942 | 4.793
antenna | 88 | 0.1215
inverter | 7 | 0.02761
No activity file was given, so power comes from the tool's default toggle rates.
